==> /design/flow/design.v <==
`timescale 1ns/1ps
module cpu	 
(
	input	clk,
	input	areset,
	output	[7:0] imem_addr,	 
	input	[7:0] imem_data,	 
	output	[7:0] tb_data		 
);
	wire dmem_write;  
	wire [7:0] dmem_addr, dmem_write_data, dmem_read_data;  
	wire alu_src, alu_op, reg_dst, mem2reg, reg_write, jump;
	wire [1:0] src_B, dst_W;
	wire [7:0] val_W, val_A, val_B, val_C, val_E, val_offset, curr_PC, next_PC;
	memory dmem(	.clk(clk), .areset(areset),
			.write(dmem_write), .addr(dmem_addr),
			.write_data(dmem_write_data), .read_data(dmem_read_data)); 
	assign tb_data = dmem_read_data;
	assign dmem_write_data = val_B;
	assign dmem_addr = val_E;
	assign imem_addr = curr_PC;
	Control_Logic control_logic(.Mode(imem_data[7:6]), .OpCode(imem_data[5:4]), .ALUSrc(alu_src), .ALUOp(alu_op), 
			.MemWrite(dmem_write), .RegDst(reg_dst), .MemtoReg(mem2reg), .RegWrite(reg_write), .Jump(jump));
	Register_File register_file(.clk(clk), .write_enable(reg_write), .areset(areset), .read_reg1(imem_data[3:2]), 
			.read_reg2(src_B), .write_reg(dst_W), .write_data(val_W), .read_data1(val_A), .read_data2(val_B));
	ALU alu(.val_A(val_A), .val_B(val_C), .ALUOp(alu_op), .val_E(val_E));
	Sign_Ext sign_ext(.in_offset(imem_data[5:0]), .Jump(jump), .out_offset(val_offset));
	NextPC nextpc(.Jump(jump), .curr_PC(curr_PC), .offset(val_offset), .next_PC(next_PC));
	PC_Control pc_control(.clk(clk), .areset(areset), .next_PC(next_PC), .curr_PC(curr_PC));
	MUX_2bit mux_src_B(.ctrl(dmem_write), .in_A(imem_data[1:0]), .in_B(imem_data[5:4]), .out_M(src_B));
	MUX_2bit mux_dst_W(.ctrl(reg_dst), .in_A(imem_data[5:4]), .in_B(imem_data[3:2]), .out_M(dst_W));
	MUX_8bit mux_val_C(.ctrl(alu_src), .in_A(val_offset), .in_B(val_B), .out_M(val_C));
	MUX_8bit mux_val_W(.ctrl(mem2reg), .in_A(val_E), .in_B(dmem_read_data), .out_M(val_W));
endmodule
module Register_File
(
	input clk,
	input write_enable,
	input areset,
	input [1:0] read_reg1,
	input [1:0] read_reg2,
	input [1:0] write_reg,
	input [7:0] write_data,
	output [7:0] read_data1,
	output [7:0] read_data2
	);
	reg [7:0] register[3:0];
	initial begin
		register[0] = 8'h00;  
		register[1] = 8'h00;  
		register[2] = 8'h00;  
		register[3] = 8'h00;  
	end
	assign read_data1 = register[read_reg1];
	assign read_data2 = register[read_reg2];
	always @(posedge clk) begin
		if(areset == 1) begin  
			register[0] = 8'h00;
			register[1] = 8'h00;
			register[2] = 8'h00;
			register[3] = 8'h00;
		end
		else if(write_enable == 1) 
			register[write_reg] = write_data;
	end  
endmodule
module Control_Logic
(
	input [1:0] Mode,
	input [1:0] OpCode,
	output reg ALUSrc,
	output reg ALUOp,
	output reg MemWrite,
	output reg RegDst,
	output reg MemtoReg,
	output reg RegWrite,
	output reg Jump
);
	always @(*) begin
		case(Mode)
			2'b11: begin
				if(OpCode == 2'b01) begin  
					ALUSrc = 1;			 
					ALUOp = 0;			 
					MemWrite = 0;	 
					RegDst = 1;			 
					MemtoReg = 0;	 
					RegWrite = 1;		 
					Jump = 0; 				 
				end
				else if(OpCode == 2'b10) begin  
					ALUSrc = 1;			 
					ALUOp = 1;			 
					MemWrite = 0;	 
					RegDst = 1;			 
					MemtoReg = 0;	 
					RegWrite = 1;		 
					Jump = 0;				 
				end
				else if(OpCode == 2'b00) begin  
					ALUSrc = 1;			 
					ALUOp = 0;			 
					MemWrite = 0;	 
					RegDst = 0;			 
					MemtoReg = 0;	 
					RegWrite = 0;		 
					Jump = 0;				 
				end
				else begin  
					ALUSrc = 0;			 
					ALUOp = 0;			 
					MemWrite = 0;	 
					RegDst = 1;			 
					MemtoReg = 0;	 
					RegWrite = 1;		 
					Jump = 0;				 
				end
			end
			2'b01: begin  
				ALUSrc = 0;				 
				ALUOp = 0;				 
				MemWrite = 0;		 
				RegDst = 0;				 
				MemtoReg = 1;		 
				RegWrite = 1;			 
				Jump = 0;					 
			end
			2'b10: begin  
				ALUSrc = 0;				 
				ALUOp = 0;				 
				MemWrite = 1;		 
				RegDst = 0; 				 
				MemtoReg = 0;		 
				RegWrite = 0; 			 
				Jump = 0;					 
			end
			2'b00: begin  
				ALUSrc = 0;				 
				ALUOp = 0;				 
				MemWrite = 0;		 
				RegDst = 0;				 
				MemtoReg = 0;		 
				RegWrite = 0;			 
				Jump = 1;					 
			end
		endcase
	end
endmodule
module Sign_Ext  
(
	input [5:0] in_offset,
	input Jump,
	output [7:0] out_offset
);
	assign out_offset = (Jump == 1 ? {in_offset[5], in_offset[5], in_offset[5:0]} : {in_offset[1], in_offset[1], in_offset[1], in_offset[1], in_offset[1], in_offset[1], in_offset[1:0]});
endmodule
module ALU 
(
	input [7:0] val_A,
	input [7:0] val_B,
	input ALUOp,
	output [7:0] val_E
);
	assign val_E = (ALUOp == 0 ? val_A + val_B : val_A - val_B);
endmodule
module NextPC  
(
	input Jump,
	input [7:0] curr_PC,
	input [7:0] offset,
	output [7:0] next_PC
);
	assign next_PC = curr_PC + (Jump == 1 ? offset : 8'h01);
endmodule
module PC_Control  
(
	input clk,
	input areset,
	input [7:0] next_PC,
	output reg [7:0] curr_PC
);
	always @(posedge clk) begin
		if(areset == 1) curr_PC = 8'h00;
		else curr_PC = next_PC;
	end
endmodule
module MUX_8bit
(
	input ctrl,
	input [7:0] in_A,
	input [7:0] in_B,
	output [7:0] out_M
);
	assign out_M = (ctrl == 1 ? in_B : in_A);
endmodule
module MUX_2bit
(
	input ctrl,
	input [1:0] in_A,
	input [1:0] in_B,
	output [1:0] out_M
);
	assign out_M = (ctrl == 1 ? in_B : in_A);
endmodule
==> /design/flow/run.sh <==
#!/bin/bash
# OpenROAD 26Q1-2900-gdf79404cd8, Yosys 0.63+post, stock flow scripts
make -C /OpenROAD-flow-scripts/flow DESIGN_CONFIG=/design/flow/config.mk WORK_HOME=/design/flow/orfs finish
==> /design/flow/config.mk <==
export PLATFORM = sky130hd
export DESIGN_NAME = ALU
export DESIGN_NICKNAME = ALU
export VERILOG_FILES = /design/flow/design.v
export SDC_FILE = /design/flow/constraint.sdc
export NUM_CORES = 4
export LEC_CHECK = 1
export CORE_AREA = 10 10 70 70
export DIE_AREA = 0 0 80 80
==> /design/flow/constraint.sdc <==
current_design ALU

set clk_period 5.5
set clk_io_pct 0.2

create_clock -name clk0 -period $clk_period

set non_clock_inputs [all_inputs -no_clocks]
set_input_delay [expr $clk_period * $clk_io_pct] -clock clk0 $non_clock_inputs
set_output_delay [expr $clk_period * $clk_io_pct] -clock clk0 [all_outputs]
==> flow_metrics.tcl <==
# yosys + openroad results
set metrics [dict create \
    crit_chain "clkdlybuf4s50_1 > inv_1 > ha_1 > a31oi_1 > xnor2_1 > ha_1 > and3_1 > a21oi_1 > a31oi_1 > xnor2_1 > clkdlybuf4s50_1" \
    holdCritStartpoint "val_A[0]" \
    mux_share_pct 2.145 \
    period_minus_slack_ns 4.804 \
    synth.logic.top_family "adder cells" \
    hpwl_um 1220 \
    run_status "finished clean" \
    crit_arrival_ns 3.70 \
    io_buffers 25 \
    critPathRequiredTime_ns 4.40 \
    io_pins 25 \
    antenna_cells 0 \
    finalCritPeriodShare_pct 87.35 \
    cp.depth 11 \
    critPathCaptureType "output pin" \
    synthAoiAreaFrac_pct 20.91 \
    drv_slew 0 \
    top_area_cell "ha_1" \
    cp_num_buf_inv 3 \
    grt_pass1_vias 497 \
    drc 0 \
    first_iter_violations 14 \
    overflow 0 \
    ys_cells 61 \
    grt_pass1_wl_um 2201 \
    fillCellCount 407 \
    routed-via-count 478 \
    topCellsByArea "ha_1 (21%), xnor2_1 (19%), inv_1 (7.2%)" \
    cp_slowest_cell "clkdlybuf4s50_1" \
    relSlewSlack_pct 79.34 \
    warning_count 32 \
    max_stage_delay_ns 0.52 \
    synthesis.area_um2 466.7 \
    hold_path_class "in -> out" \
    worst_pin_slew_ns 0.3099 \
    cts_setup_buffers 0 \
    cp_top_family "buffers and inverters" \
    combGateArea_um2 429.2 \
    grt_usage_pct 4.139 \
    viasPerCell 3.649 \
    drive_gt1_share_pct 5.882 \
    regArea_um2 0 \
    fin_tns_setup_ns 0 \
    holdWs_ns 3.194 \
    gp_congestion 0.7472 \
    wire_per_inst_um 10.17 \
    flops 0 \
    start_kind "input port" \
    fmax_mhz 208.2 \
    synth_area_per_cell_um2 7.651 \
    crit_fanout 6 \
    synthAdderAreaFrac_pct 25.74 \
    finalHoldViolCount 0 \
    setup-violations-final 0 \
    die_x_um 80 \
    num_rows 21 \
    ys_warn_count 0 \
    antenna_found_initial 0 \
    criticalPathCategory "in -> out" \
    hold_path_depth 5 \
    synthCells 61 \
    ant_nets 0 \
    cts_resized 0 \
    ys_area_um2 466.7 \
    coreArea_um2 3416 \
    chipArea_um2 6400 \
    pwr_density_cell_nw_per_um2 139.5 \
    power.static_leakage_uw 0.0003107 \
    critPathLaunch "val_B[0]" \
    top_area_share_pct 21.45 \
    fp_util_pct 13.66 \
    rsz0062_at_grt "false" \
    drtPass1Iterations 2 \
    synth_cell_types 23 \
    die_h_um 80 \
    area_growth_pct 65.15 \
    peakVddDrop_uv 41.69 \
    ys_seq_share_pct 0 \
    clkbuf_count 0 \
    cts_hold_buffers 0 \
    drv_cap 0 \
    grt_max_degree 8 \
    ys_sh_xor_pct 22.52 \
    ys_sh_simple_pct 20.64 \
    wl_um 1332 \
]
==> cell usage after synthesis, types with 2 or more instances <==
library cell / count
xnor2_1: 10
nand3b_1: 2
inv_1: 9
a31oi_1: 4
a21oi_1: 3
ha_1: 8
xor2_1: 2
nor2b_1: 3
nor3_2: 2
nor2_1: 5
==> cell usage in the layout (no fill, tap or decap), drive strengths merged <==
| master | count |
|---|---|
| o311ai | 1 |
| a31oi | 4 |
| o21a | 1 |
| inv | 9 |
| a21oi | 4 |
| xor2 | 2 |
| a21o | 1 |
| o2111ai | 1 |
| nand3b | 2 |
| fa | 1 |
| or2 | 1 |
| nor3 | 3 |
| nor2 | 5 |
| nor2b | 3 |
| a221oi | 1 |
| ha | 8 |
| xnor2 | 10 |
| clkdlybuf4s50 | 25 |
| and3 | 1 |
| mux2i | 1 |
| nand2b | 1 |
==> layout make-up <==
type | count | area share (%)
inverters | 9 | 4.383
multi-input cells | 51 | 55.68
well taps | 46 | 7.468
repair buffers | 25 | 32.47
==> worst paths after layout <==
path              slack, ns       end
setup / recovery       0.70  val_E[7]
hold / removal         3.19  val_E[0]
==> through the flow <==
stage / area (um^2) / setup WS (ns) / util (%) / instances / total power [uW]
after floorplan: 466.7 / 1.889 / - / 61 / 51.83
after global placement: 770.7 / 0.6974 / 22.56 / 131 / 109.3
after detailed placement: 770.7 / 0.6716 / 22.56 / 131 / 109.6
after CTS: 770.7 / 0.6711 / 22.56 / 131 / 110.7
after global routing: 770.7 / 0.4315 / 22.56 / 131 / 122.1
final: 770.7 / 0.6958 / 22.56 / 131 / 107.5
==> layer usage <==
layer / GRT usage, % / wire [um]
met1: 5.956 / 660
met2: 6.100 / 560
met3: 1.477 / 112
met4: 0 / 0
met5: 0 / 0
==> tightest hold or removal path, cell delays in order <==
cell and delay (ns):
clkdlybuf4s50_1 0.40, inv_1 0.05, ha_1 0.12, inv_1 0.03, clkdlybuf4s50_1 0.39
==> power by group <==
| part | internal (uW) | switching [uW] |
|---|---|---|
| registers | 0 | 0 |
| logic | 68.9 | 38.6 |
| clock network | 0 | 0 |
| total | 68.9 | 38.6 |
==> cells by family (layout without fill, tap and decap cells) <==
group,count (synthesis),after routing
AND-OR/OR-AND,13,13
XOR/XNOR,12,12
adder cells (fa/ha/maj),9,9
buffers and inverters,10,34
multiplexers,1,1
AND/OR/NAND/NOR,16,16
No activity file was given, so power comes from the tool's default toggle rates.
