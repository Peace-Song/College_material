--- design/flow/run.sh ---
#!/bin/bash
# OpenROAD 26Q1-2900-gdf79404cd8, Yosys 0.63+post, stock flow scripts
make -C /OpenROAD-flow-scripts/flow DESIGN_CONFIG=/design/flow/config.mk WORK_HOME=/design/flow/orfs finish
--- design/flow/config.mk ---
export PLATFORM = sky130hd
export DESIGN_NAME = TDC
export DESIGN_NICKNAME = TDC
export VERILOG_FILES = /design/flow/design.v
export SDC_FILE = /design/flow/constraint.sdc
export NUM_CORES = 4
export LEC_CHECK = 1
export CORE_UTILIZATION = 30
--- design/flow/constraint.sdc ---
current_design TDC

set clk_period 4.7
set clk_io_pct 0.2

create_clock -name clk0 -period $clk_period [get_ports {CLK}]
create_clock -name clk1 -period $clk_period [get_ports {TGL}]

set non_clock_inputs [all_inputs -no_clocks]
set_input_delay [expr $clk_period * $clk_io_pct] -clock clk0 $non_clock_inputs
set_output_delay [expr $clk_period * $clk_io_pct] -clock clk0 [all_outputs]
--- design/flow/design.v ---
`timescale 1ns / 1ps
module TDC(
    input CLK,
    input RST,
	 input TGL,
    output  [6:0] seg_1,
    output  [6:0] seg_10
    );
	 wire clk;
	 wire [3:0] BCD_0;
	 wire [3:0] BCD_1;
	 freqdiv freqdiv(.rst(RST), .clkIN(CLK), .clkOUT(clk));
	 b7counter counter(.CLK(clk), .RST(RST), .TGL(TGL), .bcd_0(BCD_0), .bcd_1(BCD_1));
	 bcd_7decoder bcd7_1(.I(BCD_0), .O(seg_1));
	 bcd_7decoder bcd7_10(.I(BCD_1), .O(seg_10));
endmodule
`timescale 1ns / 1ps
module b7counter(
    input CLK,
	 input RST,
	 input TGL,
    output reg [3:0] bcd_0,
	 output reg [3:0] bcd_1
    );
	 reg [6:0] count;
	 reg [3:0] d10_count;
	 reg reverse;
	 always @ (posedge TGL) begin
		if(reverse == 0) reverse = 1;
		else reverse = 0;
	 end
	 always @(posedge CLK) begin
		if(RST == 1) begin 
			count = 0; 
			d10_count = 0;
			bcd_0 = 0;
			bcd_1 = 0;
		end
		else if(reverse == 0) begin
			bcd_1 = d10_count;
			bcd_0 = count - 10 * bcd_1;
			if(bcd_0 == 9) d10_count = d10_count + 1;
			count = count + 1;
			if(count == 100) begin
				count = 0;
				d10_count = 0;
			end
		end
		else begin		
			if(count == 0) begin
				count = 100;
				d10_count = 9;
				bcd_0 = 0;
				bcd_1 = 0;
			end
			else begin
				bcd_1 = d10_count;
				bcd_0 = count - 10 * bcd_1;
				if(bcd_0 == 0) d10_count = d10_count - 1;
			end
			count = count - 1;
	 end
	end
endmodule
`timescale 1ns / 1ps
module bcd_7decoder(
    input [3:0] I,
    output reg [6:0] O
    );
always @(*) begin
    case(I)
    	4'd0:  O = 7'b1111110;
    	4'd1:  O = 7'b0110000;
    	4'd2:  O = 7'b1101101;
    	4'd3:  O = 7'b1111001;
    	4'd4:  O = 7'b0110011;
    	4'd5:  O = 7'b1011011;
    	4'd6:  O = 7'b1011111;
    	4'd7:  O = 7'b1110000;
    	4'd8:  O = 7'b1111111;
    	4'd9:  O = 7'b1110011;
    	4'd10: O = 7'b1110111;
    	4'd11: O = 7'b0011111;
    	4'd12: O = 7'b1001110;
    	4'd13: O = 7'b0111101;
    	4'd14: O = 7'b1001111;
	    4'd15: O = 7'b1000111;
	endcase
end
endmodule
`timescale 1ns / 1ps
module freqdiv(
    input rst,
    input clkIN,
    output reg clkOUT
    );
	 reg [31:0] count;
	 always @(posedge clkIN) begin
				if(count == 32'd25000000) begin
						count <= 32'd0;
						clkOUT <= ~clkOUT;
				end
				else begin
						count <= count + 1;
				end
	end
endmodule
==> impl_summary.log <==
[report] implementation figures
[metrics] maximum buffer depth of the clock tree: 2
[metrics] register pins left without a clock: 25
[metrics] Routed Antenna Nets: 0
[metrics] total global routing track utilization: 0.114
[metrics] tally of OpenROAD warnings: 44
[metrics] largest net degree at the start of global routing: 27
[metrics] Min-Delay Path Class: reg2reg
[metrics] leakage dissipation: 0.00134 uW
[metrics] most instantiated flip-flop cell in the synthesis netlist: dfxtp_1
[metrics] total die area: 11100 sq um
[metrics] most congested layer reported by global routing: met2
[metrics] aggregate global routing overflow: 0
[metrics] Wirelength per Cell: 11.5 microns
[metrics] placer congestion estimate: 0.834
[metrics] number of synthesized flops with an enable pin: 1
[metrics] Post-Route Utilization: 0.343
[metrics] area added between synthesis and finish: 10.7%
[metrics] total via count in the routed design: 2493
[metrics] sort of element at the start of the critical path: flip-flop
[metrics] TritonCTS clock tree: yes
[metrics] result of the run: completed
[metrics] met1 Use GR: 0.172
[metrics] CP Data Required Time: 4.69 ns
[metrics] worst-path maximum fanout: 8
[metrics] cells along the critical path: inv_1 -> ha_1 -> nor4b_1 -> nand4_1 -> nor3_1 -> buf_4
[metrics] io pins: 17
[metrics] IO buf count: 15
[metrics] Post-route DRC: 0
[metrics] Final Hold Vio Count: 0
[metrics] starting density of the core: 0.310
[metrics] clock input transition at the sequential cells of the worst setup and hold paths: 0.06 ns
[metrics] core area: 10400 sq um
[metrics] count of max-cap constraint violations: 0
[metrics] Mapped Cells: 377
[metrics] Chip Height: 106 microns
[metrics] first-pass GRT wire length: 10500 microns
[metrics] final wirelength: 5960 microns
[metrics] maximum resistive drop on vdd: 208 uV
[metrics] count of filler cells inserted in the layout: 1070
[metrics] Worst slew margin: 0.422
[metrics] number of unconstrained endpoints: 39
[metrics] final HPWL from detailed placement: 4420 microns
[metrics] most common logic cells in the final layout: 58 x dfxtp_1, 49 x nor2_1, 37 x nand2_1, 23 x xnor2_1, 23 x ha_1
[metrics] crit end category: flip-flop
[metrics] number of buffers created by CTS: 5
[metrics] post-synthesis register bit count: 59
[metrics] via density per instance: 4.79
[metrics] fraction of synthesis flops using an asynchronous set or reset pin: 0
[metrics] Distinct cells, synth: 56
[metrics] worst hold slack: 0.464 ns
[metrics] pins over their slew limit: 0
[metrics] First DRT Iteration DRCs: 94
[metrics] total inserted antenna cells: 0
[metrics] post-CTS setup buffer count: 0
[metrics] delay of the slowest cell on the worst path: 0.73 ns
[metrics] antenna violations before repair: 0
[metrics] worst clock skew: 0.00634 ns
[metrics] most common library cell in the layout ignoring fill and taps: dfxtp_1
[metrics] number of buffers inserted for hold repair after clock tree synthesis: 0
[metrics] count of TritonRoute iterations in the first routing pass: 4
[metrics] met3 track utilization from global routing: 0.0114
[metrics] Synth Cell Area: 3210 sq um
[metrics] ys cells: 377
[metrics] master cell of the clock root buffer: clkbuf_8
[metrics] number of endpoints failing setup at the final stage: 0
[metrics] total power: 509 uW
[metrics] part of the Yosys area used for sequential elements: 0.371
[metrics] total power density per cell area: 143 nW/um^2
[metrics] total cell area reported by yosys after synthesis: 3210 sq um
[metrics] Slowest cell on crit path: nor3_1
[metrics] depth of the CTS H-tree: 2
[metrics] largest area contributor in the netlist: dfxtp_1
[metrics] critical path class: reg2reg
[metrics] Arr. time, crit path: 2.22 ns
[metrics] vias in the first global route: 2266
[metrics] mean instance size in the synthesized netlist: 8.53 sq um
[metrics] top area contributor share: 0.361
[metrics] PostCTS Resize Cnt: 0
[metrics] RSZ-0062 raised after global routing: false
[metrics] Post-Route Setup TNS: 0 ns
[metrics] share of layout cells above drive strength 1: 0.0417
[metrics] Yosys warning count: 3
[metrics] Slew @ Worst Pin: 0.861 ns
[metrics] top cells, area: dfxtp_1 36%, ha_1 9.0%, xnor2_1 6.3%
[metrics] Rows: 37
[metrics] floorplan die width: 106 microns
[metrics] routing usage on met2: 0.185
## cell type report
cell class | instances | area (sq um) | share of cell area
flip-flops and latches | 59 | 1190 | 0.335
multi-input cells | 284 | 1880 | 0.530
inverters | 18 | 67.6 | 0.0190
clock buffers | 7 | 86.3 | 0.0243
repair buffers | 16 | 158 | 0.0443
well taps | 136 | 170 | 0.0478
## path summary, 6_finish.rpt
check	from	endpoint	slack [ns]	cells after the start
min	freqdiv.count[0]$_SDFF_PN0_	freqdiv.count[0]$_SDFF_PN0_	0.46	1
max in group clk1	counter.reverse$_DFF_P_	counter.reverse$_DFF_P_	3.67	1
max	freqdiv.count[0]$_SDFF_PN0_	freqdiv.clkOUT$_DFFE_PN_	2.48	6
min reg2reg	freqdiv.count[0]$_SDFF_PN0_	freqdiv.count[0]$_SDFF_PN0_	0.46	1
min in group clk1	counter.reverse$_DFF_P_	counter.reverse$_DFF_P_	0.75	1
max reg2reg	freqdiv.count[0]$_SDFF_PN0_	freqdiv.clkOUT$_DFFE_PN_	2.48	6
## sequential cells by signal, indices dropped and copies added (netlist names)
signal	flops
counter.d10_count	4
counter.count	7
freqdiv.count	32
counter.reverse	1
freqdiv.clkOUT	1
seg_1	7
seg_10	7
## power breakdown
part	total [uW]	leakage [uW]	internal [uW]	switching, uW
registers	290	0.000483	290	0
clock network	208	0.0000443	116	92.4
logic	10.5	0.000817	3.26	7.24
## worst max-delay path: cells and delay by family (launching register included)
kind | cells | cell delay [ns]
adders and majority gates | 1 | 0.14
buffers and inverters | 2 | 0.35
DFF | 1 | 0.33
and+or+nand+nor | 3 | 1.11
## cell usage after synthesis (4+ instances only)
cell type,n
ha_1,23
o21ai_1,8
a211oi_1,4
xnor2_1,23
inv_1,15
nand2b_1,4
nand2_1,37
nor2b_1,7
clkbuf_1,11
a21oi_1,13
nor3_1,9
nand3_1,18
nand4_1,7
nor2_1,49
xor2_1,18
dfxtp_1,58
nor4_1,4
o21ai_0,7
and3_1,6
## metrics by stage
stage | cell area [sq um] | worst slack (ns) | std cells
2_1_floorplan | 3210 | 2.81 | 377
3_3_place_gp | 3470 | 2.58 | 513
3_5_place_dp | 3470 | 2.50 | 513
4_1_cts | 3560 | 2.48 | 520
5_1_grt | 3560 | 2.32 | 520
6_report | 3560 | 2.48 | 520
## metal layers
layer,vias up,share of wire
li1,1320,-
met1,1118,0.52
met2,43,0.44
met3,12,0.030
met4,0,0.013
met5,-,0
## cells by family after synthesis
group,after synthesis,synth area share
flops,59,0.371
simple gates,157,0.238
compound gates,59,0.128
fa+ha+maj,24,0.0958
xor+xnor,43,0.122
buf+inv,34,0.0432
mux,1,0.00311
No activity file was given, so power comes from the tool's default toggle rates.
